==> /design/flow/design.v <==
module AddingMachine (HEX0, HEX1, HEX2, HEX3, HEX4, HEX5, KEY, LEDR, SW);
	output logic [6:0] HEX0, HEX1, HEX2, HEX3, HEX4, HEX5;
	output logic [9:0] LEDR;
	input logic [3:0] KEY;
	input logic [9:0] SW;
	logic[ 4:0 ] a;
	logic[ 4:0 ] b;
	logic[ 5:0 ] s;
	logic[ 3:0 ] c;
	assign a = SW[ 9:5 ];
	assign b = SW[ 4:0 ];
	assign s = a + b;
	assign c = {2'b00, s[ 5:4 ]};
	assign LEDR = SW;
	SevenSegment Hex0( s[ 3:0 ], 1, HEX0);
	SevenSegment Hex1( c[ 3:0 ], s[5]|s[4], HEX1);
	SevenSegment Hex2( SW[ 3:0 ], 1, HEX2);
	SevenSegment Hex3( SW[ 4 ], b[4], HEX3);
	SevenSegment Hex4( SW[ 8:5 ], 1, HEX4);
	SevenSegment Hex5( SW[ 9 ], a[4], HEX5);
endmodule
module SevenSegment (
		input logic [ 3:0 ] hexDigit,
		input logic enable,
		output logic [ 6:0 ] segments );
	logic b0, b1, b2, b3;
	logic [ 6:0 ] s;
	assign b0 = hexDigit[ 0 ];
	assign b1 = hexDigit[ 1 ];
	assign b2 = hexDigit[ 2 ];
	assign b3 = hexDigit[ 3 ];
		assign s[0] = enable & (b1 & b2 | ~b1 & ~b2 & b3 | ~b0 & b3 |
						 ~b0 & ~b2 | b0 & b2 & ~b3 | b1 & ~b3);
		assign s[1] = enable & (~b3 & ~b2 | ~b0 & ~b2 | ~b1 & ~b0 & ~b3 |
						 ~b1 & b0 & b3 | b1 & b0 & ~b3);
		assign s[2] = enable & (~b1 & ~b3 | b0 & ~b3 | ~b1 & b0 | b3 & ~b2 |
					    b1 & ~b3 & b2);
		assign s[3] = enable & (~b1 & b3 | ~b1 & b0 & b2 | b0 & b3 & ~b2 | 
						 b1 & ~b3 & ~b2 | b1 & ~b0 & ~b3 | b1 & ~b0 & b2 |
						 ~b0 & ~b3 & ~b2);
		assign s[4] = enable & (~b0 & ~b2 | b1 & ~b0 | b3 & b2 | b1 & b3);
		assign s[5] = enable & (~b1 & ~b0 | b3 & ~b2 | b3 & b1 | ~b0 & b2 |
					    ~b1 & ~b3 & b2);
		assign s[6] = enable & (b1 & ~b0 | b3 & ~b2 | b0 & b3 | ~b3 & b2 & ~b1 |
	                ~b3 & ~b2 & b1);
		assign segments = ~s;
endmodule
module testbench ();
	logic [ 3:0 ] hex;
	logic [ 6:0 ] segments;
	integer i;
	SevenSegment ss (hex, 1, segments );
	initial
	for ( i = 0; i < 16; i = i + 1)
		begin
		hex = i; #10;
		end
endmodule
==> /design/flow/run.sh <==
#!/bin/bash
# OpenROAD 26Q1-2900-gdf79404cd8, Yosys 0.63+post, stock flow scripts
make -C /OpenROAD-flow-scripts/flow DESIGN_CONFIG=/design/flow/config.mk WORK_HOME=/design/flow/orfs finish
==> /design/flow/config.mk <==
export PLATFORM = sky130hd
export DESIGN_NAME = AddingMachine
export DESIGN_NICKNAME = AddingMachine
export VERILOG_FILES = /design/flow/design.v
export SDC_FILE = /design/flow/constraint.sdc
export NUM_CORES = 4
export LEC_CHECK = 1
export CORE_AREA = 10 10 86 86
export DIE_AREA = 0 0 96 96
==> /design/flow/constraint.sdc <==
current_design AddingMachine

set clk_period 3.1
set clk_io_pct 0.2

create_clock -name clk0 -period $clk_period

set non_clock_inputs [all_inputs -no_clocks]
set_input_delay [expr $clk_period * $clk_io_pct] -clock clk0 $non_clock_inputs
set_output_delay [expr $clk_period * $clk_io_pct] -clock clk0 [all_outputs]
==> run notes <==
run metrics: P&R area growth vs syn=88.14%, chip area=0.009216 mm², vias=1235, Flops=0, Final setup viols=0, global-route wire length before repair=5188 µm, Final Critical Period=3.016 ns, delay of the slowest critical-path stage=0.38 ns, Syn Std Cell Area=970.9 µm², Die X=96 µm, final critical-path share of the clock period=0.9728, std cell rows=27, gp weighted congestion=0.8361, CP required=2.48 ns, Seq share, synth=0, M1 GR Usage=0.08396, fmax=331.6 MHz, Port Buffer Count=51, I/O pins=66, DRC violations left=0, Worst Setup Start Kind=input pin, most used cell, CP=buf_4, core footprint=0.005540 mm², Max rail drop VDD=0.06353 mV, clk_buf instances=0, met2 usage=0.1160, Crit Path Category=input pin to output pin, Tool Warnings=37, Min Hold Slack=1.724 ns, Syn Area/Cell=6.145 µm², worst path bufs/invs=5, post-DR vias/cell=4.144, Pwr Total=0.3740 mW, largest net degree at the start of global routing=16, final hold vios=0, outcome=finished clean, share of layout cells above drive strength 1=0.3186, post-synthesis cell count=158, met3 usage=0.02516, # Cells Yosys=158, initial DRC count=72, Max-Cap Viols=0, HP Class=input pin to output pin, placed insts=285, Slew Limit Fails=0, Setup crit end kind=output pin, FILL cells=597, final antenna-violating net count=0, post-synthesis cell type count=41, critical path, cell by cell=buf_4, ha_4, inv_2, fa_2, buf_6, xnor2_4, buf_4, nor2_1, o221ai_2, o221ai_1, dlygate4sd2_1, DIE HEIGHT=96 µm, Detail Placement HPWL=2794 µm, leakage power total=0.8491 nW, CP Max Fanout=5, final wirelength=3452 µm, fp util=0.1752, yosys stat area=970.9 µm², delay-heaviest family, CP=buffers and inverters, Hold-fix buffers, CTS=0, register area=0 µm², critical path arrival=2.40 ns, Routed wire per std cell=11.58 µm, Synth Warn #=5, CP max stage cell=fa_2, post-route setup TNS=0 ns, initial antenna violation count=0, power density cells=204.7 mW/mm², Non-Filler Instances=298, n_diodes=0, layer with the highest usage=met2, GRT Overall Usage=0.06765, Pre-antenna DRT Iters=6, GRT Residual Overflow=0, vias in the first global route=1138
-- metal layers --
metal	share of wire	wire length [µm]	up-vias
met5	0	0	-
met3	0.10	355	0
met1	0.41	1409	545
met2	0.49	1688	41
li1	-	-	649
met4	0	0	0
-- cells by family (layout without fill, tap and decap cells) --
family	count (synthesis)	after routing	share of synthesized area
xor+xnor	4	4	0.03609
simple gates	60	60	0.3028
other cells	1	11	0.003862
mux	4	4	0.04124
fa+ha+maj	6	6	0.08505
buf+inv	41	99	0.2577
compound gates	42	42	0.2732
-- path summary, 6_finish.rpt --
kind       to  slack (ns)  depth (start not counted)  startpoint
max   HEX0[3]        0.08                         11       SW[0]
min   HEX1[1]        1.72                          4       SW[8]
-- per-stage QoR --
stage               setup WS (ns)    util  instance area, µm²
finish                    0.08444  0.3297                1827
global placement          -0.6708  0.2879                1595
global route             -0.01729  0.3297                1827
detailed placement        -0.7129  0.2879                1595
floorplan                  0.1253       -                1008
CTS                      -0.05780  0.3153                1747
-- repair_timing --
item	4_1_cts	5_1_grt
pin swaps	11	10
setup endpoints to repair	14	11
gates resized	52	19
buffers inserted	8	7
cloned	0	0
-- power breakdown --
| group | internal [mW] | switching [mW] |
|---|---|---|
| clock | 0 | 0 |
| sequential | 0 | 0 |
| combinational | 0.227 | 0.147 |
| total | 0.227 | 0.147 |
-- worst min-delay path, stage by stage --
cell	delay, ns
dlymetal6s2s_1	0.15
ha_4	0.18
a211oi_2	0.04
buf_2	0.11
-- synthesized netlist by cell type (all sizes together) (4+ instances only) --
| cell | n | area [µm²] |
|---|---|---|
| mux2i | 4 | 40.04 |
| buf | 26 | 192.7 |
| nand3 | 4 | 20.02 |
| nor2b | 4 | 25.02 |
| o21ai | 12 | 60.06 |
| nand2 | 20 | 75.07 |
| ha | 5 | 62.56 |
| clkbuf | 8 | 31.28 |
| nor2 | 16 | 60.06 |
| a21oi | 10 | 50.05 |
| inv | 7 | 26.28 |
-- layout make-up --
class / count / area [µm²] / area share
Multi-Input combinational cell: 127 / 889.6 / 0.4870
Tap cell: 72 / 90.09 / 0.04932
Inverter: 7 / 26.28 / 0.01438
Timing Repair Buffer: 92 / 820.8 / 0.4493
-- placed cells by master, fill, tap and decap left out, types with 3 or more instances in the layout --
master | Yosys | routed
buf_4 | 25 | 35
clkdlybuf4s50_1 | 0 | 33
nand2_1 | 20 | 20
nor2_1 | 16 | 13
o21ai_0 | 12 | 11
conb_1 | 1 | 11
a21oi_1 | 10 | 9
dlygate4sd2_1 | 0 | 8
buf_6 | 0 | 8
mux2i_1 | 4 | 4
inv_1 | 7 | 4
nor2b_1 | 4 | 4
inv_2 | 0 | 3
nor3b_1 | 3 | 3
nand3_1 | 4 | 3
o22ai_1 | 3 | 3
ha_4 | 0 | 3
dlymetal6s2s_1 | 0 | 3
Power figures rest on the tool's default switching activity, not on a simulated workload.
