==> design/flow/design.v <==
module coordinate_select(Clock, Reset, l, r, u, d, board, px, py, nx, ny);
					input logic Clock, Reset;
					input logic l, r, u, d;  
					input logic [ 15:0 ][ 15:0 ] board;  
					input logic [ 15:0 ] px, py;  
					output logic [ 15:0 ] nx, ny;  
	always_ff @(posedge Clock) begin
		if (Reset) begin
			nx <= 0;
			ny <= 0;
		end
		else begin
			if (!l & r) begin
				nx = px - 1;
			end
			else if (!r & l) begin
				nx = px + 1;
			end
			if (!u & d) begin
				ny = py - 1;
			end
			else if (!d & u) begin
				ny = py + 1;
			end
		end
	end
endmodule
==> design/flow/run.sh <==
#!/bin/bash
# OpenROAD 26Q1-2900-gdf79404cd8, Yosys 0.63+post, stock flow scripts
make -C /OpenROAD-flow-scripts/flow DESIGN_CONFIG=/design/flow/config.mk WORK_HOME=/design/flow/orfs finish
==> design/flow/config.mk <==
export PLATFORM = sky130hd
export DESIGN_NAME = coordinate_select
export DESIGN_NICKNAME = coordinate_select
export VERILOG_FILES = /design/flow/design.v
export SDC_FILE = /design/flow/constraint.sdc
export NUM_CORES = 4
export LEC_CHECK = 1
export CORE_AREA = 10 10 151 151
export DIE_AREA = 0 0 161 161
==> design/flow/constraint.sdc <==
current_design coordinate_select

set clk_period 10.7
set clk_io_pct 0.2

create_clock -name clk0 -period $clk_period [get_ports {Clock}]

set non_clock_inputs [all_inputs -no_clocks]
set_input_delay [expr $clk_period * $clk_io_pct] -clock clk0 $non_clock_inputs
set_output_delay [expr $clk_period * $clk_io_pct] -clock clk0 [all_outputs]
==> impl_metrics.yaml <==
# yosys + openroad results
run_status:
  status: "finished, final reports clean"
logic_synthesis:
  mux_share: 0.009524
  syn_avg_cell_area_sq_um: 7.350
  synth-area-yosys_sq_um: 3153
  syn_inst: 429
  synthArstFlopShare: 0
  ys.warnings.count: 1
  ys_ff: 32
  logic_family: "AND-OR/OR-AND gates"
  xor_share: 0.1139
  synthAoiAreaFrac: 0.3099
  synth_cell_type_count: 73
  ys_cells: 429
  adder_share: 0.02381
  synth_seq_share: 0.2032
  ys_sh_simple: 0.2520
  edf_count: 0
  syn_area_sq_um: 3153
  ys.flop_type: "dfxtp_1"
timing:
  rsz0062_at_grt: "no"
  hold_violations: 0
  slew_headroom: 0.4739
  skew_ns: 0
  final-setup-viol-count: 0
  worstMarginPinSlew_ns: 0.7892
  min_period_ns: 4.809
  hold_ws_ns: 0.4565
  final.period_utilization: 0.4495
  setup_tns_ns: 0
  fmax_mhz: 207.9
  drv_slew: 0
worst_setup_path:
  required_ns: 10.86
  crit_path_max_fanout: 34
  crit_type: "in2reg"
  slowest_delay_ns: 0.46
  path_cells: "clkdlybuf4s50_1 > inv_1 > ha_1 > buf_4 > xor2_1 > ha_1 > nor3b_1 > o21ai_0 > a21oi_1 > o31ai_1 > a21oi_1 > o311a_1"
  r2r_cells: 3
  rrSetupSlack_ns: 9.77
  crit_path_end_kind: "register"
  cp-start-kind: "primary input"
  slowest_stage: "clkdlybuf4s50_1"
  crit_arrival_ns: 4.97
routing:
  drt_pass1_iterations: 5
  routed_wl_mm: 10.32
  drtAntennaViolNets: 0
  vias: 3335
  drc_errors: 0
  drt-initial-drc-count: 171
  wl_per_cell_um: 14.05
  post_drt_via_cell_ratio: 4.544
grt:
  overflow: 0
  groute.usage.overall: 0.07707
  grt_first_pass_wirelength_mm: 16.57
  antenna_found_initial: 2
  grt_pass1_vias: 3015
  grt_max_degree: 43
die:
  core_area_sq_um: 19530
  fp.dieH_um: 161
  io_pins: 326
  rows: 51
  fp-utilization: 0.1615
  die_w_um: 161
  die-area_sq_um: 25920
hold_path:
  hp-class: "reg2reg"
  worst_hold_path.num_cells: 2
clock_network:
  cts_setup_buffers: 0
  cts_resized: 0
  ctsHtreeMaxLevel: 2
  clkTransAtPathRegs_ns: 0.05
  clockBufferDepth: 2
  cts_buffers: 5
  worstSkewPairLatency_ns: 0.28
  cts_tree: "built"
  clock-sinks: 32
  clockRootBuffer: "clkbuf_16"
  holdBufCountCts: 0
final_layout:
  syn_to_final_growth_pct: 30.83
  lay_top_count: "clkdlybuf4s50_1"
  fin_util: 0.2113
  final_layout_size_suffix_gt1_frac: 0.04069
  fin_area_sq_um: 4125
  most-common-layout-cells: "clkdlybuf4s50_1 (69), nor2_1 (44), nand2_1 (36), xnor2_1 (36), dfxtp_1 (32)"
power:
  power_density_nw_per_um2: 105.1
  power_leakage_nw: 1.367
  vdd_drop_max_mv: 0.04836
placement:
  placed_area_sq_um: 3974
  gp_congestion: 0.8754
  hpwl_mm: 7.710
  io_buffers: 69
run:
  drv_cap: 0
  warnings: 283
-- Yosys cell counts (6+ instances only) --
library cell  count  area share
nor2_1           44       0.052
nand2_1          36       0.043
xnor2_1          36        0.10
dfxtp_1          32        0.20
a21oi_1          29       0.046
clkbuf_1         23       0.027
o21ai_0          18       0.029
a211oi_1         12       0.029
inv_1            11       0.013
nand3_1          11       0.017
nand4_1          10       0.020
nor3_1            9       0.014
a21o_1            8       0.019
a32oi_1           7       0.019
buf_2             6      0.0095
ha_1              6       0.024
nor4_1            6       0.012
o31a_1            6       0.017
or3_1             6       0.012
-- kinds of logic after synthesis --
group | after synthesis
AND/OR/NAND/NOR | 155
AND-OR/OR-AND | 136
buffers and inverters | 56
XOR/XNOR | 41
flip-flops | 32
adder cells (fa/ha/maj) | 6
multiplexers | 3
-- power by group --
part / switching (W) / total, W / internal (W)
clock: 0.0000534 / 0.000146 / 0.0000928
combinational: 0.0000747 / 0.000148 / 0.0000728
sequential: 0.00000716 / 0.000140 / 0.000133
-- registers in the layout, summed over array words and instances (netlist names) --
signal  flops
nx         16
ny         16
-- per-stage QoR --
stage / setup WS [ns] / total power, W / instances
floorplan: 6.052 / 0.0002290 / 429
global placement: 5.673 / 0.0002905 / 724
detailed placement: 5.704 / 0.0002902 / 724
CTS: 5.964 / 0.0004386 / 732
global route: 5.679 / 0.0004621 / 732
finish: 5.891 / 0.0004336 / 734
-- layout make-up --
type                    count  area [sq um]
fillers                  2194         15400
multi-input cells         341          2236
repair buffers             72         713.2
flip-flops and latches     32         640.6
well taps                 265         331.6
clock buffers               8         146.4
inverters                  14         52.55
diodes                      2         5.005
-- routing by layer --
metal	vias up	global-route usage	routed length, um
met4	0	0.006203	87
met1	1524	0.1129	4920
met5	-	0	0
met2	136	0.1062	4170
li1	1665	-	-
met3	10	0.03356	1136
-- worst paths after layout --
check | from | end
worst max-delay path | l | nx[14]
worst min-delay path | nx[4] | nx[4]
worst max register to register | ny[15] | ny[15]
worst min register to register | nx[4] | nx[4]
-- worst max-delay path: cells and delay by family --
family | cells | cell delay [ns]
AND-OR/OR-AND | 5 | 1.20
buffers and inverters | 3 | 0.79
adder cells (fa/ha/maj) | 2 | 0.46
XOR/XNOR | 1 | 0.20
AND/OR/NAND/NOR | 1 | 0.16
Power is estimated from default activity; no workload was simulated.
